$ cat flow/run.sh
#!/bin/bash
# OpenROAD 26Q1-2900-gdf79404cd8, Yosys 0.63+post, stock flow scripts
make -C /OpenROAD-flow-scripts/flow DESIGN_CONFIG=/design/flow/config.mk WORK_HOME=/design/flow/orfs finish
$ cat flow/config.mk
export PLATFORM = sky130hd
export DESIGN_NAME = ptestROM
export DESIGN_NICKNAME = ptestROM
export VERILOG_FILES = /design/flow/design.v
export SDC_FILE = /design/flow/constraint.sdc
export NUM_CORES = 4
export LEC_CHECK = 1
export CORE_UTILIZATION = 40
$ cat flow/constraint.sdc
current_design ptestROM

set clk_period 3.8
set clk_io_pct 0.2

create_clock -name clk0 -period $clk_period

set non_clock_inputs [all_inputs -no_clocks]
set_input_delay [expr $clk_period * $clk_io_pct] -clock clk0 $non_clock_inputs
set_output_delay [expr $clk_period * $clk_io_pct] -clock clk0 [all_outputs]
$ cat flow/design.v
module ptestROM (
  input[7:0] address_i,
  output reg[7:0] data_o
  );
always @(*)
  begin
    case (address_i)
	0: data_o = 8'b11000001;  
	1: data_o = 8'b10010000;  
	2: data_o = 8'b11000010;  
	3: data_o = 8'b10010010;  
	4: data_o = 8'b11000000;  
	5: data_o = 8'b01001111;  
	6: data_o = 8'b01011111;  
	7: data_o = 8'b01100111;  
	8: data_o = 8'b11000001;  
	9: data_o = 8'b00101111;  
	10: data_o = 8'b11000111;  
	11: data_o = 8'b11100101;  
	12: data_o = 8'b11000001;  
	13: data_o = 8'b00110010;  
	14: data_o = 8'b11000000;  
	15: data_o = 8'b10101110;  
	16: data_o = 8'b11001000;  
	17: data_o = 8'b11110111;  
	18: data_o = 8'b11000000;  
	19: data_o = 8'b01111011;  
	20: data_o = 8'b01011000;  
	21: data_o = 8'b10111000;  
	22: data_o = 8'b01100100;  
	23: data_o = 8'b11000000;  
	24: data_o = 8'b01111100;  
	25: data_o = 8'b01100001;  
	26: data_o = 8'b11000000;  
	27: data_o = 8'b01111101;  
	28: data_o = 8'b00110000;  
	29: data_o = 8'b11000000;  
	30: data_o = 8'b10101110;  
	31: data_o = 8'b11000010;  
	32: data_o = 8'b11110111;  
	33: data_o = 8'b11000001;  
	34: data_o = 8'b00110111;  
	35: data_o = 8'b11000001;  
	36: data_o = 8'b11100001;  
	37: data_o = 8'b11100000;  
	38: data_o = 8'b11101010;  
	39: data_o = 8'b00111110;  
	40: data_o = 8'b01001001;  
	41: data_o = 8'b11000000;  
	42: data_o = 8'b01110111;  
	43: data_o = 8'b01111010;  
	44: data_o = 8'b10000000;  
	45: data_o = 8'b11010011;  
	46: data_o = 8'b00110111;  
	47: data_o = 8'b11000001;  
	48: data_o = 8'b11100110;  
	49: data_o = 8'b10110110;  
	50: data_o = 8'b11000000;  
	51: data_o = 8'b01000011;  
	52: data_o = 8'b01001100;  
	53: data_o = 8'b01011111;  
	54: data_o = 8'b01100111;  
	55: data_o = 8'b11000011;  
	56: data_o = 8'b10010010;  
	57: data_o = 8'b11000001;  
	58: data_o = 8'b00110010;  
	59: data_o = 8'b11000000;  
	60: data_o = 8'b10101110;  
	61: data_o = 8'b11001000;  
	62: data_o = 8'b11110111;  
	63: data_o = 8'b11000000;  
	64: data_o = 8'b01111011;  
	65: data_o = 8'b01011000;  
	66: data_o = 8'b10111000;  
	67: data_o = 8'b01100100;  
	68: data_o = 8'b11000000;  
	69: data_o = 8'b01111100;  
	70: data_o = 8'b01100001;  
	71: data_o = 8'b11000000;  
	72: data_o = 8'b01111101;  
	73: data_o = 8'b00110000;  
	74: data_o = 8'b11000000;  
	75: data_o = 8'b10101110;  
	76: data_o = 8'b11000010;  
	77: data_o = 8'b11110111;  
	78: data_o = 8'b11000001;  
	79: data_o = 8'b00110111;  
	80: data_o = 8'b11000001;  
	81: data_o = 8'b11100001;  
	82: data_o = 8'b11100000;  
	83: data_o = 8'b11101010;  
	84: data_o = 8'b00111110;  
	85: data_o = 8'b01001001;  
	86: data_o = 8'b11000000;  
	87: data_o = 8'b01110111;  
	88: data_o = 8'b01111010;  
	89: data_o = 8'b10000000;  
	90: data_o = 8'b11010011;  
	91: data_o = 8'b00110111;  
	92: data_o = 8'b11000001;  
	93: data_o = 8'b11100110;  
	94: data_o = 8'b10110110;  
	95: data_o = 8'b11000100;  
	96: data_o = 8'b10011100;  
	97: data_o = 8'b11000101;  
	98: data_o = 8'b10011011;  
	99: data_o = 8'b10001000;  
	100: data_o = 8'b11000000;  
	101: data_o = 8'b01000111;  
	102: data_o = 8'b11000001;  
	103: data_o = 8'b01001000;  
	104: data_o = 8'b11000010;  
	105: data_o = 8'b01010000;  
	106: data_o = 8'b11000011;  
	107: data_o = 8'b01011000;  
	108: data_o = 8'b11000100;  
	109: data_o = 8'b01100000;  
	110: data_o = 8'b11000001;  
	111: data_o = 8'b10010101;  
	112: data_o = 8'b01110101;  
	113: data_o = 8'b11000001;  
	114: data_o = 8'b10101001;  
	115: data_o = 8'b11000010;  
	116: data_o = 8'b11110111;  
	117: data_o = 8'b01111111;  
	118: data_o = 8'b01000111;  
	119: data_o = 8'b10101111;  
	120: data_o = 8'b11010111;  
	121: data_o = 8'b10110111;  
	122: data_o = 8'b11110111;  
	123: data_o = 8'b01111000;  
	124: data_o = 8'b01111011;  
	125: data_o = 8'b10010010;  
	126: data_o = 8'b11001111;  
	127: data_o = 8'b00111010;  
	128: data_o = 8'b10101001;  
	129: data_o = 8'b11110100;  
	130: data_o = 8'b11000001;  
	131: data_o = 8'b11101010;  
	132: data_o = 8'b01000000;  
	133: data_o = 8'b11000101;  
	134: data_o = 8'b10101000;  
	135: data_o = 8'b11010110;  
	136: data_o = 8'b10110111;  
	137: data_o = 8'b10101111;  
	138: data_o = 8'b11001110;  
	139: data_o = 8'b10110111;  
	140: data_o = 8'b11000111;  
	141: data_o = 8'b10010110;  
	142: data_o = 8'b11000001;  
	143: data_o = 8'b01110110;  
	144: data_o = 8'b11000111;  
	145: data_o = 8'b10011110;  
	146: data_o = 8'b10101111;  
	147: data_o = 8'b11001001;  
	148: data_o = 8'b01111111;  
	149: data_o = 8'b01111111;  
	150: data_o = 8'b10110111;  
	151: data_o = 8'b10001000;  
	152: data_o = 8'b11010000;  
	153: data_o = 8'b01111111;  
	154: data_o = 8'b01111111;  
	155: data_o = 8'b01100111;  
	156: data_o = 8'b11010011;  
	157: data_o = 8'b01100100;  
	158: data_o = 8'b11001000;  
	159: data_o = 8'b01111111;  
	160: data_o = 8'b01111111;  
	161: data_o = 8'b01111111;  
	162: data_o = 8'b01000111;  
	163: data_o = 8'b01011111;  
	164: data_o = 8'b11000000;  
	165: data_o = 8'b01111100;  
	166: data_o = 8'b10101000;  
	167: data_o = 8'b11000000;
	168: data_o = 8'b01110111;
	169: data_o = 8'b11010011;  
	170: data_o = 8'b01110111;  
	171: data_o = 8'b11000011;  
	172: data_o = 8'b01110110;  
	173: data_o = 8'b11110110;  
	174: data_o = 8'b11000000;  
	175: data_o = 8'b01111000;  
	176: data_o = 8'b10010010;  
	177: data_o = 8'b11000001;  
	178: data_o = 8'b01000000;  
   179: data_o = 8'b11000000;  
	180: data_o = 8'b01001000;  
	181: data_o = 8'b11000000;
	182: data_o = 8'b01110111;
	183: data_o = 8'b11010000;  
	184: data_o = 8'b01111111;  
	185: data_o = 8'b01111111;  
	186: data_o = 8'b01110111;  
	187: data_o = 8'b11010100;  
	188: data_o = 8'b01110110;  
	189: data_o = 8'b11000000;  
	190: data_o = 8'b01111110;  
	191: data_o = 8'b10101001;  
	192: data_o = 8'b11011110;  
	193: data_o = 8'b10110111;  
	194: data_o = 8'b11000000;  
	195: data_o = 8'b01111001;  
	196: data_o = 8'b10010101;  
	197: data_o = 8'b11111110;  
	198: data_o = 8'b10100110;  
	199: data_o = 8'b11000001;  
	200: data_o = 8'b01001001;  
	201: data_o = 8'b11000000;  
	202: data_o = 8'b01111011;  
	203: data_o = 8'b10000000;  
	204: data_o = 8'b11000011;  
	205: data_o = 8'b11110111;  
	206: data_o = 8'b10101111;  
	207: data_o = 8'b11011100;  
	208: data_o = 8'b10110111;  
	209: data_o = 8'b11000000;  
	210: data_o = 8'b01011110;  
	211: data_o = 8'b10101111;  
	212: data_o = 8'b11010001;  
	213: data_o = 8'b01111111;  
	214: data_o = 8'b10110111;  
	215: data_o = 8'b11011110;  
	216: data_o = 8'b01111111;  
	217: data_o = 8'b01110111;  
	218: data_o = 8'b11000111;  
	219: data_o = 8'b01111110;  
	220: data_o = 8'b10011011;  
	221: data_o = 8'b10001000;  
	default: data_o = 8'hff;  
    endcase
  end
endmodule
==> notes.md <==
run results: antenna violations before repair 0, data required time at the worst endpoint 3.04 ns, number of sequential cells 0, first-pass detailed-route iteration total 6, wire length per cell after detailed routing 22.9 um, category of the most critical setup path in -> out, clock group share of total power 0, vertical die dimension 88.0 um, average cell area after synthesis 6.06 sq um, result of the run complete, no violations, number of clock buffers in the layout 0, chip area in the Yosys report 2960 sq um, WL final 15500 um, number of buffers inserted for hold repair after clock tree synthesis 0, share of the clock period used by the worst path 0.982, Critical Path Sink Type output pin, standard cell core area 6980 sq um, total grt overflow 0, met2 wire length 6250 um, internal power summed over all cells 266 uW, Period minus WS final 3.73 ns, count of pins over their slew limit 0, worst hold stages 5, register area share after synthesis 0, post-route cell area 4270 sq um, Flop area 0 sq um, total track usage 0.415, I/O pin count 16, via count of the first global-routing pass 4173, peak ir drop on the vdd network 0.0936 mV, number of nets with antenna violations after routing 0, type of origin of the critical path primary input, Area Overhead vs Synth 44.4%, initial core utilization 0.423, Ys Warns 1, switching part of the total 0.550, worst-case headroom to the max-slew limit 0.648, via-per-instance ratio 6.89, number of rows in the core area 30, fraction of final layout cells sized beyond drive strength 1 0.322, Die Width 88.0 um, detailed placer's ending HPWL 11600 um, upper clock frequency limit 268 MHz, number of hold violations in the final report 0, Synth cell types 61, die outline area 7740 sq um, number of failing setup endpoints in the final timing report 0, hold endpoint data_o[5], routed length on met1 5890 um, post-synthesis cell count from yosys 488, setup repair after global routing missed its margin false, fraction of power consumed by sequential logic 0, Switching Power 325 uW, Max-Cap Viols 0, DRT iter0 DRCs 499, tool warning count 42, worst slew pin tran 0.526 ns, Layout fillers 642, worst min-delay path class in -> out, dpl ws -0.578 ns, RD Place Congestion 1.06, hold path startpoint address_i[4], total negative slack 0 ns, arrival time of the worst setup path 2.97 ns, combinational share of power 1.000, placed instance area 3990 sq um, highest metal layer used by the detailed router met4, post-synthesis instance area 2960 sq um, highest net fanout along the worst path 6, least setup slack across all paths after layout 0.0697 ns, leakage 0.00170 uW, utilization after layout 0.612, # DRC 0, synthesized instance count 488, via count of the routed design 4644, met3 wire length 2270 um, number of port buffers 16, maximum number of pins on one net before global-route repair 53, first-pass GRT wire length 23500 um, worst slack on hold paths 2.38 ns, Antenna diodes 0, total power density per cell area 138 nW/um^2
==> cell usage in the layout, fill, tap and decap left out, types with 4 or more instances in the layout <==
| cell | netlist | final |
|---|---|---|
| a221oi_1 | 6 | 6 |
| o22ai_1 | 6 | 6 |
| o21ai_1 | 0 | 4 |
| o311a_1 | 8 | 8 |
| ha_1 | 12 | 5 |
| nand2_1 | 58 | 58 |
| nand4_1 | 4 | 4 |
| nand3_1 | 11 | 11 |
| nand2b_1 | 16 | 16 |
| o211ai_1 | 12 | 12 |
| mux2i_1 | 4 | 4 |
| o21ai_0 | 49 | 44 |
| or3_1 | 5 | 5 |
| buf_6 | 4 | 5 |
| a211oi_1 | 18 | 15 |
| o2111ai_1 | 5 | 5 |
| nor2b_1 | 15 | 13 |
| inv_1 | 9 | 7 |
| a22oi_1 | 4 | 4 |
| a31oi_1 | 15 | 14 |
| nor2_1 | 39 | 36 |
| ha_4 | 0 | 6 |
| a311oi_1 | 13 | 9 |
| a211o_1 | 5 | 5 |
| nor3b_1 | 7 | 7 |
| a311oi_2 | 0 | 4 |
| a311o_1 | 4 | 4 |
| buf_4 | 6 | 121 |
| a21oi_1 | 38 | 35 |
| nor3_1 | 16 | 15 |
| buf_12 | 0 | 10 |
| clkdlybuf4s50_1 | 0 | 8 |
==> cells in the mapped netlist (2+ instances only) <==
cell	number	area, sq um
o311a_1	8	80.1
o22ai_1	6	37.5
a311oi_1	13	114
o32ai_1	2	17.5
or3_1	5	31.3
o221ai_1	3	26.3
nand2_1	58	218
nor2_1	39	146
a31oi_1	15	93.8
nand2b_1	16	100
buf_4	6	45.0
o211ai_1	12	90.1
a21oi_1	38	190
nor3b_1	7	52.6
nand4_1	4	25.0
clkbuf_1	24	90.1
a211oi_1	18	135
mux2i_1	4	40.0
a311o_1	4	40.0
o2111ai_1	5	43.8
buf_6	4	45.0
o31ai_1	4	30.0
o21ai_0	49	245
buf_2	26	130
mux4_2	2	45.0
a221oi_1	6	52.6
a22oi_1	4	30.0
a2111oi_0	3	26.3
inv_1	9	33.8
or2_2	3	18.8
o21a_1	2	15.0
o311ai_0	4	35.0
nor2b_1	15	93.8
ha_1	12	150
o211a_1	2	20.0
a21o_1	2	15.0
a211o_1	5	43.8
nor3_1	16	80.1
nand3_1	11	55.1
==> stage by stage <==
stage | total power (uW) | instances
3_5_place_dp | 531 | 666
6_report | 591 | 674
2_1_floorplan | 287 | 488
3_3_place_gp | 534 | 666
5_1_grt | 623 | 674
4_1_cts | 549 | 670
==> power by group through the flow <==
stage / clock (uW) / combinational (uW) / sequential [uW]
CTS: 0 / 549 / 0
global route: 0 / 623 / 0
finish: 0 / 591 / 0
==> worst max path at each step <==
stage             from        end  slack, ns  cells past startpoint
5_1_grt   address_i[0]  data_o[0]       0.02                     10
4_1_cts   address_i[0]  data_o[0]      0.002                     10
6_report  address_i[0]  data_o[0]       0.07                     10
==> cell type report <==
type	count	area, sq um	share of cell area
repair buffers	152	1300	0.305
multi-input cells	416	2810	0.657
well taps	96	120	0.0281
inverters	10	40.0	0.00938
==> logic make-up (layout without fill, tap and decap cells) <==
logic type,count (synthesis),after routing,synth area share
multiplexers,6,6,0.0288
XOR/XNOR,1,1,0.00296
AND/OR/NAND/NOR,183,183,0.302
buffers and inverters,72,162,0.121
adder cells (fa/ha/maj),12,12,0.0508
AND-OR/OR-AND,214,214,0.495
==> worst max-delay path, cell delays in order <==
cell and delay [ns]:
clkbuf_2 0.15, inv_4 0.09, ha_4 0.32, nor2b_2 0.07, buf_12 0.13, or3_1 0.29, a311o_1 0.31, o311a_1 0.13
o311a_1 0.31, clkdlybuf4s50_1 0.41
==> routing by layer <==
| layer | vias to the layer above | track usage |
|---|---|---|
| li1 | 2053 | - |
| met1 | 2087 | 0.562 |
| met2 | 405 | 0.605 |
| met3 | 99 | 0.117 |
| met4 | 0 | 0.203 |
| met5 | - | 0 |
==> repair_timing <==
item / CTS / global route
setup endpoints to repair: 8 / 6
cloned: 0 / 1
pin swaps: 6 / 3
resized: 31 / 34
buffers inserted: 4 / 3
Power and IR drop assume default switching activity.
